===== flow/constraint.sdc =====
current_design ALU4BIT

set clk_period 3.0
set clk_io_pct 0.2

create_clock -name clk0 -period $clk_period

set non_clock_inputs [all_inputs -no_clocks]
set_input_delay [expr $clk_period * $clk_io_pct] -clock clk0 $non_clock_inputs
set_output_delay [expr $clk_period * $clk_io_pct] -clock clk0 [all_outputs]

===== flow/run.sh =====
#!/bin/bash
# OpenROAD 26Q1-2900-gdf79404cd8, Yosys 0.63+post, stock flow scripts
make -C /OpenROAD-flow-scripts/flow DESIGN_CONFIG=/design/flow/config.mk WORK_HOME=/design/flow/orfs finish

===== flow/design.v =====
`timescale 1ns / 1ps
module ALU4BIT(
input [3:0] A,
input [3:0]B,
input [2:0] opcode,
output reg [3:0] out
    );
    always @(*)
    begin
    case(opcode)
    'd0: out=0;
    'd1: out=A+B;
    'd2: out=A-B;
    'd3: out=A&B;
    'd4: out=A|B;
    'd5: out=~A;
    'd6: out=~B;
    'd7: out=0;
    default: out=0;
    endcase
    end   
endmodule

===== flow/config.mk =====
export PLATFORM = sky130hd
export DESIGN_NAME = ALU4BIT
export DESIGN_NICKNAME = ALU4BIT
export VERILOG_FILES = /design/flow/design.v
export SDC_FILE = /design/flow/constraint.sdc
export NUM_CORES = 4
export LEC_CHECK = 1
export CORE_AREA = 10 10 70 70
export DIE_AREA = 0 0 80 80

==> results.cfg <==
; physical design summary
[layout]
final_layout_size_suffix_gt1_frac = 0.4839
fin_area_um2 = 823.3
n_fill_cell = 382
flops = 0
clkbuf_count = 0
syn_to_final_growth_pct = 76.41
mostFrequentLayoutCell = sky130_fd_sc_hd__buf_4
commonest_cells_after_routing_fill_and_taps_aside = sky130_fd_sc_hd__buf_4, sky130_fd_sc_hd__o21ai_0, sky130_fd_sc_hd__clkdlybuf4s50_1, sky130_fd_sc_hd__inv_1, sky130_fd_sc_hd__nor2_1
sequential_cell_area_um2 = 0

[sta]
relSlewSlack = 0.8279
setup-tns-final_ps = 0
setup-violations-final = 0
max_freq_ghz = 0.3469
final_min_period_over_clock_period = 0.9608
final_max_slew_viol_count = 0
timing.final.hold_violations = 0
fin_crit_ps = 2882
grt_setup_unrepaired = false
worst-slew-pin-transition_ps = 255.4
layout_setup_ws_ps = 117.6

[floorplan]
floorplan.initialDensity = 0.1366
number_of_top_level_pins = 15
dieArea_mm2 = 0.006400
dieHeight_um = 80
design.core.area_mm2 = 0.003416
placement_rows = 21
die_x_um = 80

[setup_path]
critical_path_rt_ps = 2400
category_of_the_most_critical_setup_path = input pin to output pin
worstSetupStartpointType = input pin
cp_num_buf_inv = 3
slowest_delay_ps = 450
critPathCaptureType = output pin
slowest_stage = sky130_fd_sc_hd__fa_2
crit_chain = clkdlybuf4s15_2 -> inv_2 -> ha_4 -> mux2_4 -> fa_2 -> o311ai_2 -> dlygate4sd2_1
worst_ep_arrival_time_ps = 2280
cp_top_family = adder cells
critical_path_peak_fanout = 2

[detailed_routing]
wire_per_inst_um = 10.81
vias = 567
routed_wirelength_mm = 1.502
antenna_cells = 0
antenna_violating_nets_post_route = 0
first_pass_iters = 4
detail_route.vias_per_cell = 4.079
drc_errors = 0
detail_route.iter0.violations = 25

[job]
warning_count = 35
maxCapViolCount = 0

[placement]
routabilityCongestion = 0.9325
dpl_cell_area_um2 = 783.3
preCtsSetupSlack_ps = -784.0
dp_hpwl_mm = 1.199
place.port_buffers = 15

[pwr]
powerDensity_mw_per_mm2 = 160.4
overall_power_mw = 0.1320
total_leakage_power_nw = 0.3491
vdd_ir_drop_max_uv = 50.05

[logic_synthesis]
ys_types = 30
synth_chip_area_um2 = 466.7
yosys_cells = 63
syn_avg_cell_area_um2 = 7.408
synthesis.yosys.warnings = 1
synthCells = 63
postSynthSeqShare = 0
post_synth_instance_area_um2 = 466.7

[clock_tree]
post-cts-setup-buffer-count = 0

[min_path]
hold_class = input pin to output pin

[global_routing]
first_global_vias = 574
first_pass_grt_wire_length_mm = 2.456
gr-usage-all-layers = 0.04436
maximum_number_of_pins_on_one_net_before_global_route_repair = 12
overflow_left_after_global_routing = 0
antenna_found_initial = 0

[run_status]
outcome = complete, no violations
[final timing paths]
kind / from / to / slack [ps] / cells after the start
min: opcode[2] / out[2] / 1740 / 4
max: B[0] / out[1] / 120 / 7
[what timing repair did]
item / 4_1_cts / 5_1_grt
endpoints found under the setup margin: 4 / 3
hold buffers: 0 / 0
resized: 30 / 9
pin swaps: 6 / 3
gates cloned: 0 / 0
[cell usage after synthesis]
library cell,number,area (um2)
sky130_fd_sc_hd__a211oi_2,1,12.51
sky130_fd_sc_hd__a21oi_1,2,10.01
sky130_fd_sc_hd__a221o_2,1,11.26
sky130_fd_sc_hd__a221oi_2,1,15.01
sky130_fd_sc_hd__a22o_2,1,10.01
sky130_fd_sc_hd__and2_1,2,12.51
sky130_fd_sc_hd__buf_4,2,15.01
sky130_fd_sc_hd__buf_6,1,11.26
sky130_fd_sc_hd__fa_1,1,20.02
sky130_fd_sc_hd__ha_1,6,75.07
sky130_fd_sc_hd__inv_1,7,26.28
sky130_fd_sc_hd__inv_2,2,7.510
sky130_fd_sc_hd__mux2_2,1,11.26
sky130_fd_sc_hd__mux2i_1,1,10.01
sky130_fd_sc_hd__nand2_1,1,3.750
sky130_fd_sc_hd__nor2_1,5,18.77
sky130_fd_sc_hd__nor2b_1,1,6.260
sky130_fd_sc_hd__nor3_1,4,20.02
sky130_fd_sc_hd__nor3b_1,1,7.510
sky130_fd_sc_hd__nor3b_4,1,18.77
sky130_fd_sc_hd__o211ai_1,2,15.01
sky130_fd_sc_hd__o21ai_0,7,35.03
sky130_fd_sc_hd__o21ai_1,1,5.000
sky130_fd_sc_hd__o22ai_1,1,6.260
sky130_fd_sc_hd__o311ai_1,2,17.52
sky130_fd_sc_hd__or2_1,2,12.51
sky130_fd_sc_hd__or3_1,1,6.260
sky130_fd_sc_hd__or3_4,1,11.26
sky130_fd_sc_hd__xnor2_1,3,26.28
sky130_fd_sc_hd__xor2_1,1,8.760
[cell type report]
class                           count  area, um2  share of cell area
Inverter                            9      33.78             0.04103
Timing Repair Buffer               33      260.3              0.3161
Multi-Input combinational cell     51      471.7              0.5729
Tap cell                           46      57.56             0.06991
[report_power, final]
group	total (mW)	switching, mW	internal [mW]
clock	0	0	0
combinational	0.132	0.0573	0.0747
sequential	0	0	0
[metal layers]
layer | share of wire | global-route usage | vias up
met1 | 0.43 | 0.05614 | 271
met2 | 0.54 | 0.08186 | 11
met3 | 0.038 | 0.005682 | 0
li1 | - | - | 285
met5 | 0 | 0 | -
met4 | 0 | 0 | 0
[per-stage QoR]
| stage | instances | util | hold WS, ps |
|---|---|---|---|
| 3_3_place_gp | 139 | 0.2293 | 2311 |
| 6_report | 139 | 0.2410 | 1735 |
| 5_1_grt | 139 | 0.2410 | 1780 |
| 3_5_place_dp | 139 | 0.2293 | 2323 |
| 2_1_floorplan | 63 | - | 1299 |
| 4_1_cts | 139 | 0.2304 | 1791 |
[logic make-up (layout without fill, tap and decap cells)]
logic type	after synthesis	after routing	share of synthesized area
compound gates	19	19	0.2949
simple gates	19	19	0.2520
buf+inv	12	42	0.1287
fa+ha+maj	7	7	0.2038
xor+xnor	4	4	0.07508
mux	2	2	0.04558
[worst min-delay path, delay by kind of cell]
kind                   cells  cell delay [ps]
AND-OR/OR-AND              1              120
buffers and inverters      3              410
