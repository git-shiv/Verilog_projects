**/design/flow/design.v**
```verilog
module debounced_counter (
    input               clk,
    input               rst_btn,
    input               inc_btn,
    output  reg [3:0]   led
);
    localparam STATE_HIGH       = 2'd0;
    localparam STATE_LOW        = 2'd1;    
    localparam STATE_WAIT       = 2'd2;
    localparam STATE_PRESSED    = 2'd3;
    localparam MAX_CLK_COUNT    = 20'd480000 - 1;
    wire rst;
    wire inc;
    reg [1:0]   state;
    reg [19:0]  clk_count;
    assign rst = ~rst_btn;
    assign inc = ~inc_btn;
    always @ (posedge clk or posedge rst) begin
        if (rst == 1'b1) begin
            state <= STATE_HIGH;
            led <= 4'd0;
        end else begin
            case (state)
                STATE_HIGH: begin
                    if (inc == 1'b0) begin
                        state <= STATE_LOW;
                    end
                end
                STATE_LOW: begin
                    if (inc == 1'b1) begin
                        state <= STATE_WAIT;
                    end
                end
                STATE_WAIT: begin
                    if (clk_count == MAX_CLK_COUNT) begin
                        if (inc == 1'b1) begin
                            state <= STATE_PRESSED;
                        end else begin
                            state <= STATE_HIGH;
                        end
                    end
                end
                STATE_PRESSED: begin
                    led <= led + 1;
                    state <= STATE_HIGH;
                end
                default: state <= STATE_HIGH;
            endcase
        end
    end
    always @ (posedge clk or posedge rst) begin
        if (rst == 1'b1) begin
            clk_count <= 20'd0;
        end else begin
            if (state == STATE_WAIT) begin
                clk_count <= clk_count + 1;
            end else begin
                clk_count <= 20'd0;
            end
        end
    end
endmodule
```
**/design/flow/run.sh**
```bash
#!/bin/bash
# OpenROAD 26Q1-2900-gdf79404cd8, Yosys 0.63+post, stock flow scripts
make -C /OpenROAD-flow-scripts/flow DESIGN_CONFIG=/design/flow/config.mk WORK_HOME=/design/flow/orfs finish
```
**/design/flow/constraint.sdc**
```tcl
current_design debounced_counter

set clk_period 2.9
set clk_io_pct 0.2

create_clock -name clk0 -period $clk_period [get_ports {clk}]

set non_clock_inputs [all_inputs -no_clocks]
set_input_delay [expr $clk_period * $clk_io_pct] -clock clk0 $non_clock_inputs
set_output_delay [expr $clk_period * $clk_io_pct] -clock clk0 [all_outputs]
```
**/design/flow/config.mk**
```make
export PLATFORM = sky130hd
export DESIGN_NAME = debounced_counter
export DESIGN_NICKNAME = debounced_counter
export VERILOG_FILES = /design/flow/design.v
export SDC_FILE = /design/flow/constraint.sdc
export NUM_CORES = 4
export LEC_CHECK = 1
export CORE_AREA = 10 10 93 93
export DIE_AREA = 0 0 103 103
```
==> notes.md <==
Implementation status.

- The flow ran to the end, and the final reports show no timing, DRC or antenna violations.
- STA lists the maximum fanout along the critical path as 4.
- The number of enable-type register cells in the synthesized netlist is 0.
- Listed in order, past its start point the critical path passes clkdlybuf4s50_1.
- The first-pass iteration count of the detailed router is 4.
- Per the post-route antenna check, the number of violating nets is 0.
- The placeable core region is 0.00676 mm^2.
- The cell total in the yosys stat output is 121.
- The count of buffering cells on the critical path with inverters included is 1.
- After routing, the total negative slack on setup checks comes to 0 ns.
- The cell internal power dissipation is 532 uW.
- IR analysis of the VDD net gives a maximum drop of 0.302 mV.
- The mean number of vias per cell is 4.23.
- The flow measured a signed area growth from synthesis to layout of 14.5%.
- The sequential cell area fraction in the yosys report is 0.534.
- The final worst-path cycle share is 0.606.
- Derived from the worst setup path, the maximum achievable clock frequency is 569 MHz.
- The CTS tree is done.
- The routability-driven placement congestion ratio is 0.765.
- The relative contribution of combinational cells to total power is 0.081.
- The number of global-route vias before repair was 865.
- Setup repair after global routing left no endpoint under its margin.
- The core utilization at floorplan is 0.194.
- In the final report, the number of endpoints failing setup comes to 0.
- The synthesized area per cell is 10.9 um^2.
- The areal power density over the cells is 464 mW/mm^2.
- The report counts max-capacitance violations totalling 0.
- Among all flip-flop cells after synthesis, the most frequent one is dfrtp_1.
- The pin closest to its max-slew limit shows a slew of 0.609 ns.
- Ranked by total cell area, the synthesized netlist is headed by dfrtp_1 (51%), xor2_1 (5.3%), xnor2_1 (4.0%), nor2_1 (3.7%), a21oi_1 (3.0%).
- The synthesized design contains 28 register bits.
- Entering global routing, the biggest net connects 29 pins.
- The max-slew check reports its worst relative slack as 0.593.
- The number of buffers added on ports is 6.
- The switching power total is 166 uW.
- The die is 103 um wide.
- The total inserted antenna cells is 0.
- The final timing report lists clock skew as 0.00368 ns.
- The number of placement rows is 30.
- The number of hold violations in the final report is 0.
- The critical path endpoint has a required time of 2.32 ns.
- The count of final max-slew check failures is 0.
- The classification of the worst-slack hold path is reg -> reg.
- The type of element capturing the critical path is an output pin.
- Buffers inserted during clock tree synthesis total 3.
- The first-pass GRT wire length is 3890 um.
- The critical path's slowest cell is clkdlybuf4s50_1.
- The most frequent cell after synthesis is dfrtp_1.
- The most area-hungry cell type in the Yosys netlist is dfrtp_1.
- The placed wire-length estimate is 1520 um.
- The routed wire length is 2180 um.
- The DRC violation count after routing is 0.
- According to the timing report, the arrival time at the worst endpoint equals 1.18 ns.
- TritonRoute output was used to compute an average wire per cell of 10.4 um.
- In this design, the largest share of critical-path delay is due to buffers and inverters.
- The post-CTS hold buffer count recorded in the log is 0.
- The routed layout has 884 vias.
- The chip area from the yosys synthesis statistics is 0.00131 mm^2.
- The I/O pin count is 7.
- The die area is 0.0106 mm^2.
- The H-tree depth reported by CTS is 1.
- The maximum root-to-sink buffer count is 2.
- The area fraction of the dominant cell type after synthesis is 0.514.
- The switching share of power is 0.238.
- For this block, the initial DRC count from the detailed router was 33.
- The warning total across the stage logs is 25.
- For this run the aggregate overflow at the end of global routing stands at 0.
- Looking at the post-CTS report, the setup buffer insertion count equals 0.
- The netlist area before placement is 0.00131 mm^2.
- The vertical die dimension reported for this design is 103 um.
- The number of sinks handled by clock tree synthesis is 28.
- STA classifies the critical path startpoint as a flop.
- Power comes to 698 uW.
- The insertion delay of the later-clocked pin in the worst-skew pair is 0.27 ns.
- Of the cells placed in the final design, the portion with a size suffix greater than 1 is 0.101.
- The biggest cell delay along the critical path is 0.50 ns.
- The layout filler cell count is 741.
- The post-placement cell area is 0.00146 mm^2.
- By count the netlist is led by dfrtp_1 (27), nor2_1 (13), a21oi_1 (8), xor2_1 (8), nand3_1 (7).
- The power report attributes to the clock group a share of 0.306.
- The synthesis report lists the Yosys warning total as 1.
- The type of the setup path with the least slack is reg -> out.
- The initial antenna violation count is 0.
- The power report attributes to the sequential group a share of 0.613.
- The number of instances in the synthesized netlist is 121.
- The unique cell type count in the Yosys netlist is 33.
- The area of all placed cells without fillers is 0.00150 mm^2.
- The static leakage is 0.000625 uW.
- The proportion of register bits with asynchronous set or reset after synthesis is 1.00.
- Total global-route track usage over all layers is 0.0437.
- The buffer cell driving the clock tree root is clkbuf_8.
- The final timing report derives a shortest allowable period of 1.76 ns.
- The number of resized instances in the post-cts repair step is 0.
- For reference, the clock transition at the flip-flops on the worst setup and hold paths is 0.09 ns.
[cell usage in the layout, fill, tap and decap left out]
cell and n:
a21oi_1 8, a22o_1 1, and2_1 3, and3_1 1, and3_2 1, and4_1 2, and4_2 1, and4_4 1
buf_4 1, clkbuf_1 1, clkbuf_8 3, clkdlybuf4s50_1 6, dfrtp_1 27, dfstp_2 1, ha_1 2, inv_1 3
mux2_2 1, nand2_1 5, nand2_2 1, nand3_1 7, nand3_2 1, nand4_1 5, nand4_4 1, nor2_1 13
nor2b_1 1, nor3_1 1, nor4b_1 2, o21ai_0 4, o31ai_1 4, or3_1 3, or3_2 1, or4_1 3
xnor2_1 6, xor2_1 8
[cell type report]
type / count / area, um^2 / area share
repair buffers: 7 / 67.6 / 0.0449
inverters: 3 / 11.3 / 0.00749
clock buffers: 4 / 45.0 / 0.0300
well taps: 80 / 100 / 0.0666
flip-flops and latches: 28 / 702 / 0.467
multi-input cells: 87 / 578 / 0.384
[worst register-to-register path: cells and delay by family (launching register included)]
family	cells	cell delay [ns]
and+or+nand+nor	3	0.83
AOI/OAI and AO/OA	1	0.16
DFF	1	0.39
adders and majority gates	1	0.20
[registers in the layout (all words and copies together) (netlist names)]
| register | flops |
|---|---|
| clk_count | 20 |
| led | 4 |
| state | 4 |
[through the flow]
step / hold slack [ns] / cells / setup slack [ns] / utilization
floorplan: 0.284 / 121 / 1.39 / -
global placement: 0.453 / 205 / 1.30 / 0.216
detailed placement: 0.465 / 205 / 1.25 / 0.216
CTS: 0.478 / 209 / 1.12 / 0.223
global route: 0.516 / 209 / 1.07 / 0.223
finish: 0.473 / 209 / 1.14 / 0.223
[metal layers]
metal / GRT usage / vias up / part of all wire
met2: 0.0658 / 9 / 0.42
met4: 0.00535 / 0 / 0.0046
met5: 0 / - / 0
met1: 0.0638 / 426 / 0.54
met3: 0.0108 / 2 / 0.038
li1: - / 447 / -
[path summary, 6_finish.rpt]
path	to	slack [ns]	cells after the start	startpoint
max	led[0]	1.14	1	led[0]
min	clk_count[0]	0.47	1	clk_count[0]
max reg2reg	clk_count[18]	1.24	5	clk_count[0]
min reg2reg	clk_count[0]	0.47	1	clk_count[0]
max in group asynchronous	state[0]	1.93	2	rst_btn
min in group asynchronous	clk_count[3]	0.67	2	rst_btn
[power groups by stage]
stage | registers, uW | logic (uW) | clock network (uW)
finish | 428 | 56.5 | 213
global route | 431 | 70.9 | 235
CTS | 428 | 59.6 | 223
[kinds of logic after synthesis]
logic type / Yosys count / share of synthesized area
AND-OR/OR-AND: 17 / 0.0752
flip-flops: 28 / 0.534
buffers and inverters: 6 / 0.0257
XOR/XNOR: 14 / 0.0933
multiplexers: 1 / 0.00857
AND/OR/NAND/NOR: 53 / 0.244
adder cells (fa/ha/maj): 2 / 0.0190
Power figures rest on the tool's default switching activity, not on a simulated workload.
